File: flow/design.v
package ternary_pkg;
  typedef enum logic [1:0] {
    T_ZERO    = 2'b00,
    T_POS_ONE = 2'b01,
    T_NEG_ONE = 2'b10,
    T_INVALID = 2'b11
  } trit_t;
  typedef trit_t [7:0] trit8_t;    
  typedef trit_t [26:0] trit27_t;  
  function automatic trit_t t_neg(trit_t a);
    case (a)
      T_NEG_ONE: return T_POS_ONE;
      T_ZERO:    return T_ZERO;
      T_POS_ONE: return T_NEG_ONE;
      default:   return T_INVALID;
    endcase
  endfunction
  function automatic trit_t t_min(trit_t a, trit_t b);
    if (a == T_INVALID || b == T_INVALID) return T_INVALID;
    if (a == T_NEG_ONE || b == T_NEG_ONE) return T_NEG_ONE;
    if (a == T_ZERO || b == T_ZERO) return T_ZERO;
    return T_POS_ONE;
  endfunction
  function automatic trit_t t_max(trit_t a, trit_t b);
    if (a == T_INVALID || b == T_INVALID) return T_INVALID;
    if (a == T_POS_ONE || b == T_POS_ONE) return T_POS_ONE;
    if (a == T_ZERO || b == T_ZERO) return T_ZERO;
    return T_NEG_ONE;
  endfunction
  function automatic logic [3:0] t_add_trit(trit_t a, trit_t b, trit_t cin);
    logic signed [2:0] sum;
    trit_t result, cout;
    sum = $signed({1'b0, a == T_POS_ONE}) - $signed({1'b0, a == T_NEG_ONE})
        + $signed({1'b0, b == T_POS_ONE}) - $signed({1'b0, b == T_NEG_ONE})
        + $signed({1'b0, cin == T_POS_ONE}) - $signed({1'b0, cin == T_NEG_ONE});
    case (sum)
      -3: begin result = T_ZERO;    cout = T_NEG_ONE; end
      -2: begin result = T_POS_ONE; cout = T_NEG_ONE; end
      -1: begin result = T_NEG_ONE; cout = T_ZERO;    end
       0: begin result = T_ZERO;    cout = T_ZERO;    end
       1: begin result = T_POS_ONE; cout = T_ZERO;    end
       2: begin result = T_NEG_ONE; cout = T_POS_ONE; end
       3: begin result = T_ZERO;    cout = T_POS_ONE; end
      default: begin result = T_INVALID; cout = T_INVALID; end
    endcase
    return {cout, result};
  endfunction
  function automatic trit27_t bin_to_ternary(logic signed [31:0] val);
    trit27_t result;
    logic signed [31:0] temp;
    int i;
    temp = val;
    for (i = 0; i < 27; i++) begin
      case (temp % 3)
        0: result[i] = T_ZERO;
        1: result[i] = T_POS_ONE;
        2: begin
          result[i] = T_NEG_ONE;
          temp = temp + 1;   
        end
      endcase
      temp = temp / 3;
    end
    return result;
  endfunction
  function automatic logic signed [31:0] ternary_to_bin(trit27_t val);
    logic signed [31:0] result;
    logic signed [31:0] power3;
    int i;
    result = 0;
    power3 = 1;
    for (i = 0; i < 27; i++) begin
      case (val[i])
        T_NEG_ONE: result = result - power3;
        T_POS_ONE: result = result + power3;
        default: ;  
      endcase
      power3 = power3 * 3;
    end
    return result;
  endfunction
  function automatic int trit_to_int(trit_t t);
    case (t)
      T_NEG_ONE: return -1;
      T_ZERO:    return 0;
      T_POS_ONE: return 1;
      default:   return 99;   
    endcase
  endfunction
  function automatic trit_t int_to_trit(int v);
    case (v)
      -1: return T_NEG_ONE;
       0: return T_ZERO;
       1: return T_POS_ONE;
      default: return T_INVALID;
    endcase
  endfunction
  localparam trit_t [7:0] TRIT8_ZERO = {T_ZERO, T_ZERO, T_ZERO, T_ZERO,
                                        T_ZERO, T_ZERO, T_ZERO, T_ZERO};
  localparam trit_t [8:0] TRIT9_ZERO = {T_ZERO, T_ZERO, T_ZERO, T_ZERO, T_ZERO,
                                        T_ZERO, T_ZERO, T_ZERO, T_ZERO};
  localparam trit_t [1:0] TRIT2_ZERO = {T_ZERO, T_ZERO};
  localparam trit_t [7:0] TRIT8_ONE = {T_ZERO, T_ZERO, T_ZERO, T_ZERO,
                                       T_ZERO, T_ZERO, T_ZERO, T_POS_ONE};
  localparam trit_t [26:0] TRIT27_ZERO = {
    T_ZERO, T_ZERO, T_ZERO, T_ZERO, T_ZERO, T_ZERO, T_ZERO, T_ZERO, T_ZERO,
    T_ZERO, T_ZERO, T_ZERO, T_ZERO, T_ZERO, T_ZERO, T_ZERO, T_ZERO, T_ZERO,
    T_ZERO, T_ZERO, T_ZERO, T_ZERO, T_ZERO, T_ZERO, T_ZERO, T_ZERO, T_ZERO
  };
endpackage
module ternary_alu_top (
  input  logic        clk,
  input  logic        rst_n,
  input  logic [15:0] a_bin,       
  input  logic [15:0] b_bin,       
  input  logic [2:0]  op,
  input  logic        valid_in,
  output logic [15:0] result_bin,
  output logic [1:0]  carry_bin,
  output logic        zero_flag,
  output logic        neg_flag,
  output logic        valid_out
);
  import ternary_pkg::*;
  trit_t [7:0] a_tern, b_tern;
  trit_t [7:0] result_tern;
  trit_t       carry_tern;
  genvar i;
  generate
    for (i = 0; i < 8; i++) begin : gen_input_conv
      assign a_tern[i] = trit_t'(a_bin[2*i+1:2*i]);
      assign b_tern[i] = trit_t'(b_bin[2*i+1:2*i]);
    end
  endgenerate
  ternary_alu #(.WIDTH(8)) u_alu (
    .a         (a_tern),
    .b         (b_tern),
    .op        (op),
    .result    (result_tern),
    .carry     (carry_tern),
    .zero_flag (zero_flag),
    .neg_flag  (neg_flag)
  );
  generate
    for (i = 0; i < 8; i++) begin : gen_output_conv
      assign result_bin[2*i+1:2*i] = result_tern[i];
    end
  endgenerate
  assign carry_bin = carry_tern;
  always_ff @(posedge clk or negedge rst_n) begin
    if (!rst_n)
      valid_out <= 1'b0;
    else
      valid_out <= valid_in;
  end
endmodule
module btfa
  import ternary_pkg::*;
(
  input  trit_t a,
  input  trit_t b,
  input  trit_t cin,
  output trit_t sum,
  output trit_t cout
);
  logic [3:0] result;
  assign result = t_add_trit(a, b, cin);
  assign cout = trit_t'(result[3:2]);
  assign sum  = trit_t'(result[1:0]);
endmodule
module ternary_adder
  import ternary_pkg::*;
#(
  parameter int WIDTH = 8   
)(
  input  trit_t [WIDTH-1:0] a,
  input  trit_t [WIDTH-1:0] b,
  input  trit_t             cin,
  output trit_t [WIDTH-1:0] sum,
  output trit_t             cout
);
  trit_t [WIDTH:0] carry;
  assign carry[0] = cin;
  genvar i;
  generate
    for (i = 0; i < WIDTH; i++) begin : gen_adders
      btfa u_btfa (
        .a    (a[i]),
        .b    (b[i]),
        .cin  (carry[i]),
        .sum  (sum[i]),
        .cout (carry[i+1])
      );
    end
  endgenerate
  assign cout = trit_t'(carry[WIDTH]);
endmodule
module ternary_alu
  import ternary_pkg::*;
#(
  parameter int WIDTH = 8
)(
  input  trit_t [WIDTH-1:0] a,
  input  trit_t [WIDTH-1:0] b,
  input  logic [2:0]        op,
  output trit_t [WIDTH-1:0] result,
  output trit_t             carry,
  output logic              zero_flag,
  output logic              neg_flag
);
  localparam logic [2:0] OP_ADD = 3'b000;
  localparam logic [2:0] OP_SUB = 3'b001;
  localparam logic [2:0] OP_NEG = 3'b010;
  localparam logic [2:0] OP_MIN = 3'b011;
  localparam logic [2:0] OP_MAX = 3'b100;
  localparam logic [2:0] OP_SHL = 3'b101;   
  localparam logic [2:0] OP_SHR = 3'b110;   
  localparam logic [2:0] OP_CMP = 3'b111;   
  trit_t [WIDTH-1:0] b_negated;
  trit_t [WIDTH-1:0] add_result;
  trit_t [WIDTH-1:0] min_result;
  trit_t [WIDTH-1:0] max_result;
  trit_t [WIDTH-1:0] neg_result;
  trit_t [WIDTH-1:0] shl_result;
  trit_t [WIDTH-1:0] shr_result;
  trit_t             add_carry;
  genvar i;
  generate
    for (i = 0; i < WIDTH; i++) begin : gen_neg_b
      assign b_negated[i] = t_neg(b[i]);
    end
  endgenerate
  trit_t const_zero_trit;
  assign const_zero_trit = T_ZERO;
  ternary_adder #(.WIDTH(WIDTH)) u_adder (
    .a    (a),
    .b    (op == OP_SUB || op == OP_CMP ? b_negated : b),
    .cin  (const_zero_trit),
    .sum  (add_result),
    .cout (add_carry)
  );
  generate
    for (i = 0; i < WIDTH; i++) begin : gen_bitwise
      assign neg_result[i] = t_neg(a[i]);
      assign min_result[i] = t_min(a[i], b[i]);
      assign max_result[i] = t_max(a[i], b[i]);
    end
  endgenerate
  trit_t shift_insert;
  assign shift_insert = T_ZERO;
  assign shl_result = {a[WIDTH-2:0], shift_insert};   
  assign shr_result = {shift_insert, a[WIDTH-1:1]};   
  always_comb begin
    case (op)
      OP_ADD: result = add_result;
      OP_SUB: result = add_result;
      OP_NEG: result = neg_result;
      OP_MIN: result = min_result;
      OP_MAX: result = max_result;
      OP_SHL: result = shl_result;
      OP_SHR: result = shr_result;
      OP_CMP: result = add_result;   
      default: begin
        for (int k = 0; k < WIDTH; k++) result[k] = T_INVALID;
      end
    endcase
  end
  assign carry = trit_t'((op == OP_ADD || op == OP_SUB || op == OP_CMP) ? add_carry : T_ZERO);
  logic all_zero;
  always_comb begin
    all_zero = 1'b1;
    for (int j = 0; j < WIDTH; j++) begin
      if (result[j] != T_ZERO) all_zero = 1'b0;
    end
  end
  assign zero_flag = all_zero;
  assign neg_flag = (result[WIDTH-1] == T_NEG_ONE);
endmodule
File: flow/run.sh
#!/bin/bash
# OpenROAD 26Q1-2900-gdf79404cd8, Yosys 0.63+post, stock flow scripts
make -C /OpenROAD-flow-scripts/flow DESIGN_CONFIG=/design/flow/config.mk WORK_HOME=/design/flow/orfs finish
File: flow/config.mk
export PLATFORM = sky130hd
export DESIGN_NAME = ternary_alu_top
export DESIGN_NICKNAME = ternary_alu_top
export VERILOG_FILES = /design/flow/design.v
export SDC_FILE = /design/flow/constraint.sdc
export NUM_CORES = 4
export LEC_CHECK = 1
export CORE_UTILIZATION = 50
export SYNTH_HDL_FRONTEND = slang
File: flow/constraint.sdc
current_design ternary_alu_top

set clk_period 20.9
set clk_io_pct 0.2

create_clock -name clk0 -period $clk_period [get_ports {clk}]

set non_clock_inputs [all_inputs -no_clocks]
set_input_delay [expr $clk_period * $clk_io_pct] -clock clk0 $non_clock_inputs
set_output_delay [expr $clk_period * $clk_io_pct] -clock clk0 [all_outputs]
==> impl_metrics.json <==
{
  "crit_type": "input port to primary output",
  "use_met1_pct": 47.38,
  "warning_count": 67,
  "syn_area_mm2": 0.003162,
  "num_rows": 28,
  "synth_warnings": 0,
  "io_pins": 59,
  "grt_util_met2_pct": 48.17,
  "busiest_layer": "met2",
  "cp_max_fo": 3,
  "largest_register_ffs": 1,
  "die_h_um": 81.52,
  "use_met3_pct": 6.539,
  "arrival_ps": 19070,
  "cpPeakStageDelay_ps": 580,
  "rsz0062_at_grt": "true",
  "dr.pass1.iters": 5,
  "vias_per_cell": 5.884,
  "wl_per_cell_um": 16.61,
  "syn_avg_cell_area_um2": 7.637,
  "hold_violations": 0,
  "antenna_found_initial": 0,
  "reg.largest.list": "valid_out: 1 flops",
  "postCtsHoldBufs": 0,
  "setup_viol": 8,
  "dp_hpwl_mm": 7.657,
  "die-area_mm2": 0.006646,
  "grt_overflow": 0,
  "drive_gt1_share_pct": 26.49,
  "slew_violations": 0,
  "edf_count": 0,
  "ys_area_mm2": 0.003162,
  "syn_inst": 414,
  "fin_ws_ps": -2349,
  "tightest_slew_ps": 721.3,
  "grtUsageTotal_pct": 31.27,
  "dieWidth_um": 81.52,
  "synth_flops": 1,
  "violations": "setup timing",
  "drv_cap": 0,
  "outcome": "finished, violations left",
  "async_reset_ff_share_pct": 100.0,
  "lay_top_count": "buf_4",
  "max_slew_margin_pct": 51.91,
  "worstPathRequired_ps": 16720,
  "largest-register": "valid_out",
  "worst_setup_path_end_kind": "primary output",
  "antenna_cells": 0,
  "mostFrequentLayoutCells": "buf_4 (64), clkdlybuf4s50_1 (44), ha_1 (41), nand2_1 (37), inv_1 (37)",
  "hold_path_class": "input port to async pin",
  "io_buffer_count": 58,
  "core_mm2": 0.006026,
  "postRouteWirelength_mm": 9.902,
  "holdWs_ps": 4330,
  "clk_pin_slew_ps": 0,
  "pre_cts_ws_ps": -3343,
  "cp-start-kind": "input port",
  "ys_seq_share_pct": 0.7915,
  "achievable-frequency_mhz": 43.01,
  "grt_pass1_vias": 3263,
  "synthToLayoutAreaGrowth_pct": 38.70,
  "synthFlopType": "dfrtp_1",
  "slowest_stage": "fa_2",
  "period_needed_ps": 23250,
  "vias": 3507,
  "drc_errors": 0,
  "grt_max_degree": 38,
  "yosysUniqueCellTypes": 73,
  "ys_cells": 414,
  "initial_core_util_pct": 52.47,
  "drt_iter0_markers": 157,
  "gp_congestion": 0.9983,
  "period_used_pct": 111.2,
  "antenna_left": 0,
  "cpMostUsedCell": "fa_1",
  "grt_pass1_wl_mm": 15.57
}
==> cell type report <==
type	instances	area, um^2
sequential	1	25.02
fill	472	1640
inverter	47	176.4
multi-input combinational	349	3040
timing repair buffer	124	1050
tap	75	93.84
==> critical path: cells and delay by family <==
family / cells / cell delay, ps
AOI/OAI and AO/OA: 4 / 410
adders and majority gates: 24 / 10710
xor gates and xnor gates: 8 / 1270
and+or+nand+nor: 12 / 1860
buffers and inverters: 9 / 580
==> Yosys cell counts (5+ instances only) <==
library cell / n / area share (%)
inv_1: 46 / 5.5
or3_1: 7 / 1.4
nor3_1: 8 / 1.3
nand2b_1: 8 / 1.6
mux2i_1: 10 / 3.2
xnor2_1: 6 / 1.7
o22ai_1: 5 / 0.99
or4_1: 7 / 1.7
o21ai_0: 17 / 2.7
nand2_1: 39 / 4.6
o211ai_1: 9 / 2.1
buf_2: 7 / 1.1
or2_2: 5 / 0.99
xor2_1: 6 / 1.7
nor2b_1: 8 / 1.6
nor2_1: 16 / 1.9
fa_1: 23 / 15
and2_1: 11 / 2.2
o21bai_1: 11 / 2.6
a21oi_1: 26 / 4.1
ha_1: 42 / 17
nor3b_1: 12 / 2.8
==> per-layer routing <==
metal  vias up  part of all wire [%]
met5         -                     0
met1      1634                    47
li1       1705                     -
met3         2                   9.0
met2       166                    44
met4         0                 0.091
==> repair_timing <==
item	CTS	global route
gates resized	63	11
pin swaps	55	9
setup buffers	7	2
setup endpoints to repair	8	8
==> through the flow <==
stage	TNS, ps	cells	util [%]	instance area [um^2]
2_1_floorplan	-12360	414	-	3269
5_1_grt	-15780	596	72.78	4385
4_1_cts	-12040	595	71.95	4335
3_5_place_dp	-19860	591	70.81	4267
6_report	-11900	596	72.78	4385
3_3_place_gp	-19230	591	70.81	4267
==> path summary, 6_finish.rpt <==
path                       startpoint         to  slack, ps
min in group clk0            valid_in  valid_out       4630
worst max-delay path            op[2]  zero_flag      -2350
max in group asynchronous       rst_n  valid_out      16470
worst min-delay path            rst_n  valid_out       4330
==> cell families after synthesis <==
family / count (synthesis) / synth area share [%]
xor gates and xnor gates: 12 / 3.324
adders and majority gates: 66 / 31.50
and+or+nand+nor: 145 / 26.28
muxes: 10 / 3.166
DFF: 1 / 0.7913
AOI/OAI and AO/OA: 116 / 25.96
buffers and inverters: 64 / 8.983
