**flow/run.sh**
```bash
#!/bin/bash
# OpenROAD 26Q1-2900-gdf79404cd8, Yosys 0.63+post, stock flow scripts
make -C /OpenROAD-flow-scripts/flow DESIGN_CONFIG=/design/flow/config.mk WORK_HOME=/design/flow/orfs finish
```
**flow/config.mk**
```make
export PLATFORM = sky130hd
export DESIGN_NAME = ternary_alu_top_pipelined
export DESIGN_NICKNAME = ternary_alu_top_pipelined
export VERILOG_FILES = /design/flow/design.v
export SDC_FILE = /design/flow/constraint.sdc
export NUM_CORES = 4
export LEC_CHECK = 1
export CORE_UTILIZATION = 40
export SYNTH_HDL_FRONTEND = slang
```
**flow/constraint.sdc**
```tcl
current_design ternary_alu_top_pipelined

set clk_period 16.5
set clk_io_pct 0.2

create_clock -name clk0 -period $clk_period [get_ports {clk}]

set non_clock_inputs [all_inputs -no_clocks]
set_input_delay [expr $clk_period * $clk_io_pct] -clock clk0 $non_clock_inputs
set_output_delay [expr $clk_period * $clk_io_pct] -clock clk0 [all_outputs]
```
**flow/design.v**
```verilog
package ternary_pkg;
  typedef enum logic [1:0] {
    T_ZERO    = 2'b00,
    T_POS_ONE = 2'b01,
    T_NEG_ONE = 2'b10,
    T_INVALID = 2'b11
  } trit_t;
  typedef trit_t [7:0] trit8_t;    
  typedef trit_t [26:0] trit27_t;  
  function automatic trit_t t_neg(trit_t a);
    case (a)
      T_NEG_ONE: return T_POS_ONE;
      T_ZERO:    return T_ZERO;
      T_POS_ONE: return T_NEG_ONE;
      default:   return T_INVALID;
    endcase
  endfunction
  function automatic trit_t t_min(trit_t a, trit_t b);
    if (a == T_INVALID || b == T_INVALID) return T_INVALID;
    if (a == T_NEG_ONE || b == T_NEG_ONE) return T_NEG_ONE;
    if (a == T_ZERO || b == T_ZERO) return T_ZERO;
    return T_POS_ONE;
  endfunction
  function automatic trit_t t_max(trit_t a, trit_t b);
    if (a == T_INVALID || b == T_INVALID) return T_INVALID;
    if (a == T_POS_ONE || b == T_POS_ONE) return T_POS_ONE;
    if (a == T_ZERO || b == T_ZERO) return T_ZERO;
    return T_NEG_ONE;
  endfunction
  function automatic logic [3:0] t_add_trit(trit_t a, trit_t b, trit_t cin);
    logic signed [2:0] sum;
    trit_t result, cout;
    sum = $signed({1'b0, a == T_POS_ONE}) - $signed({1'b0, a == T_NEG_ONE})
        + $signed({1'b0, b == T_POS_ONE}) - $signed({1'b0, b == T_NEG_ONE})
        + $signed({1'b0, cin == T_POS_ONE}) - $signed({1'b0, cin == T_NEG_ONE});
    case (sum)
      -3: begin result = T_ZERO;    cout = T_NEG_ONE; end
      -2: begin result = T_POS_ONE; cout = T_NEG_ONE; end
      -1: begin result = T_NEG_ONE; cout = T_ZERO;    end
       0: begin result = T_ZERO;    cout = T_ZERO;    end
       1: begin result = T_POS_ONE; cout = T_ZERO;    end
       2: begin result = T_NEG_ONE; cout = T_POS_ONE; end
       3: begin result = T_ZERO;    cout = T_POS_ONE; end
      default: begin result = T_INVALID; cout = T_INVALID; end
    endcase
    return {cout, result};
  endfunction
  function automatic trit27_t bin_to_ternary(logic signed [31:0] val);
    trit27_t result;
    logic signed [31:0] temp;
    int i;
    temp = val;
    for (i = 0; i < 27; i++) begin
      case (temp % 3)
        0: result[i] = T_ZERO;
        1: result[i] = T_POS_ONE;
        2: begin
          result[i] = T_NEG_ONE;
          temp = temp + 1;   
        end
      endcase
      temp = temp / 3;
    end
    return result;
  endfunction
  function automatic logic signed [31:0] ternary_to_bin(trit27_t val);
    logic signed [31:0] result;
    logic signed [31:0] power3;
    int i;
    result = 0;
    power3 = 1;
    for (i = 0; i < 27; i++) begin
      case (val[i])
        T_NEG_ONE: result = result - power3;
        T_POS_ONE: result = result + power3;
        default: ;  
      endcase
      power3 = power3 * 3;
    end
    return result;
  endfunction
  function automatic int trit_to_int(trit_t t);
    case (t)
      T_NEG_ONE: return -1;
      T_ZERO:    return 0;
      T_POS_ONE: return 1;
      default:   return 99;   
    endcase
  endfunction
  function automatic trit_t int_to_trit(int v);
    case (v)
      -1: return T_NEG_ONE;
       0: return T_ZERO;
       1: return T_POS_ONE;
      default: return T_INVALID;
    endcase
  endfunction
  localparam trit_t [7:0] TRIT8_ZERO = {T_ZERO, T_ZERO, T_ZERO, T_ZERO,
                                        T_ZERO, T_ZERO, T_ZERO, T_ZERO};
  localparam trit_t [8:0] TRIT9_ZERO = {T_ZERO, T_ZERO, T_ZERO, T_ZERO, T_ZERO,
                                        T_ZERO, T_ZERO, T_ZERO, T_ZERO};
  localparam trit_t [1:0] TRIT2_ZERO = {T_ZERO, T_ZERO};
  localparam trit_t [7:0] TRIT8_ONE = {T_ZERO, T_ZERO, T_ZERO, T_ZERO,
                                       T_ZERO, T_ZERO, T_ZERO, T_POS_ONE};
  localparam trit_t [26:0] TRIT27_ZERO = {
    T_ZERO, T_ZERO, T_ZERO, T_ZERO, T_ZERO, T_ZERO, T_ZERO, T_ZERO, T_ZERO,
    T_ZERO, T_ZERO, T_ZERO, T_ZERO, T_ZERO, T_ZERO, T_ZERO, T_ZERO, T_ZERO,
    T_ZERO, T_ZERO, T_ZERO, T_ZERO, T_ZERO, T_ZERO, T_ZERO, T_ZERO, T_ZERO
  };
endpackage
module ternary_alu_top_pipelined #(
  parameter int PIPELINE_STAGES = 2   
)(
  input  logic        clk,
  input  logic        rst_n,
  input  logic [15:0] a_bin,       
  input  logic [15:0] b_bin,       
  input  logic [2:0]  op,
  input  logic        valid_in,
  output logic [15:0] result_bin,
  output logic [1:0]  carry_bin,
  output logic        zero_flag,
  output logic        neg_flag,
  output logic        valid_out
);
  import ternary_pkg::*;
  trit_t [7:0] a_tern, b_tern;
  genvar i;
  generate
    for (i = 0; i < 8; i++) begin : gen_input_conv
      assign a_tern[i] = trit_t'(a_bin[2*i+1:2*i]);
      assign b_tern[i] = trit_t'(b_bin[2*i+1:2*i]);
    end
  endgenerate
  trit_t [7:0] a_stage1, b_stage1;
  logic [2:0]  op_stage1;
  logic        valid_stage1;
  generate
    if (PIPELINE_STAGES >= 1) begin : gen_stage1_pipe
      always_ff @(posedge clk or negedge rst_n) begin
        if (!rst_n) begin
          a_stage1 <= '{default: T_ZERO};
          b_stage1 <= '{default: T_ZERO};
          op_stage1 <= 3'b000;
          valid_stage1 <= 1'b0;
        end else begin
          a_stage1 <= a_tern;
          b_stage1 <= b_tern;
          op_stage1 <= op;
          valid_stage1 <= valid_in;
        end
      end
    end else begin : gen_stage1_comb
      assign a_stage1 = a_tern;
      assign b_stage1 = b_tern;
      assign op_stage1 = op;
      assign valid_stage1 = valid_in;
    end
  endgenerate
  trit_t [7:0] result_tern;
  trit_t       carry_tern;
  logic        zero_flag_alu;
  logic        neg_flag_alu;
  ternary_alu #(.WIDTH(8)) u_alu (
    .a         (a_stage1),
    .b         (b_stage1),
    .op        (op_stage1),
    .result    (result_tern),
    .carry     (carry_tern),
    .zero_flag (zero_flag_alu),
    .neg_flag  (neg_flag_alu)
  );
  logic [15:0] result_bin_stage2;
  logic [1:0]  carry_bin_stage2;
  logic        zero_flag_stage2;
  logic        neg_flag_stage2;
  logic        valid_stage2;
  generate
    for (i = 0; i < 8; i++) begin : gen_output_conv
      assign result_bin_stage2[2*i+1:2*i] = result_tern[i];
    end
  endgenerate
  assign carry_bin_stage2 = carry_tern;
  assign zero_flag_stage2 = zero_flag_alu;
  assign neg_flag_stage2 = neg_flag_alu;
  generate
    if (PIPELINE_STAGES >= 2) begin : gen_stage2_pipe
      always_ff @(posedge clk or negedge rst_n) begin
        if (!rst_n) begin
          result_bin <= 16'h0000;
          carry_bin <= 2'b00;
          zero_flag <= 1'b0;
          neg_flag <= 1'b0;
          valid_out <= 1'b0;
        end else begin
          result_bin <= result_bin_stage2;
          carry_bin <= carry_bin_stage2;
          zero_flag <= zero_flag_stage2;
          neg_flag <= neg_flag_stage2;
          valid_out <= valid_stage1;
        end
      end
    end else if (PIPELINE_STAGES == 1) begin : gen_stage2_single
      assign result_bin = result_bin_stage2;
      assign carry_bin = carry_bin_stage2;
      assign zero_flag = zero_flag_stage2;
      assign neg_flag = neg_flag_stage2;
      always_ff @(posedge clk or negedge rst_n) begin
        if (!rst_n)
          valid_out <= 1'b0;
        else
          valid_out <= valid_stage1;
      end
    end else begin : gen_stage2_comb
      assign result_bin = result_bin_stage2;
      assign carry_bin = carry_bin_stage2;
      assign zero_flag = zero_flag_stage2;
      assign neg_flag = neg_flag_stage2;
      assign valid_out = valid_in;
    end
  endgenerate
endmodule
module btfa
  import ternary_pkg::*;
(
  input  trit_t a,
  input  trit_t b,
  input  trit_t cin,
  output trit_t sum,
  output trit_t cout
);
  logic [3:0] result;
  assign result = t_add_trit(a, b, cin);
  assign cout = trit_t'(result[3:2]);
  assign sum  = trit_t'(result[1:0]);
endmodule
module ternary_adder
  import ternary_pkg::*;
#(
  parameter int WIDTH = 8   
)(
  input  trit_t [WIDTH-1:0] a,
  input  trit_t [WIDTH-1:0] b,
  input  trit_t             cin,
  output trit_t [WIDTH-1:0] sum,
  output trit_t             cout
);
  trit_t [WIDTH:0] carry;
  assign carry[0] = cin;
  genvar i;
  generate
    for (i = 0; i < WIDTH; i++) begin : gen_adders
      btfa u_btfa (
        .a    (a[i]),
        .b    (b[i]),
        .cin  (carry[i]),
        .sum  (sum[i]),
        .cout (carry[i+1])
      );
    end
  endgenerate
  assign cout = trit_t'(carry[WIDTH]);
endmodule
module ternary_alu
  import ternary_pkg::*;
#(
  parameter int WIDTH = 8
)(
  input  trit_t [WIDTH-1:0] a,
  input  trit_t [WIDTH-1:0] b,
  input  logic [2:0]        op,
  output trit_t [WIDTH-1:0] result,
  output trit_t             carry,
  output logic              zero_flag,
  output logic              neg_flag
);
  localparam logic [2:0] OP_ADD = 3'b000;
  localparam logic [2:0] OP_SUB = 3'b001;
  localparam logic [2:0] OP_NEG = 3'b010;
  localparam logic [2:0] OP_MIN = 3'b011;
  localparam logic [2:0] OP_MAX = 3'b100;
  localparam logic [2:0] OP_SHL = 3'b101;   
  localparam logic [2:0] OP_SHR = 3'b110;   
  localparam logic [2:0] OP_CMP = 3'b111;   
  trit_t [WIDTH-1:0] b_negated;
  trit_t [WIDTH-1:0] add_result;
  trit_t [WIDTH-1:0] min_result;
  trit_t [WIDTH-1:0] max_result;
  trit_t [WIDTH-1:0] neg_result;
  trit_t [WIDTH-1:0] shl_result;
  trit_t [WIDTH-1:0] shr_result;
  trit_t             add_carry;
  genvar i;
  generate
    for (i = 0; i < WIDTH; i++) begin : gen_neg_b
      assign b_negated[i] = t_neg(b[i]);
    end
  endgenerate
  trit_t const_zero_trit;
  assign const_zero_trit = T_ZERO;
  ternary_adder #(.WIDTH(WIDTH)) u_adder (
    .a    (a),
    .b    (op == OP_SUB || op == OP_CMP ? b_negated : b),
    .cin  (const_zero_trit),
    .sum  (add_result),
    .cout (add_carry)
  );
  generate
    for (i = 0; i < WIDTH; i++) begin : gen_bitwise
      assign neg_result[i] = t_neg(a[i]);
      assign min_result[i] = t_min(a[i], b[i]);
      assign max_result[i] = t_max(a[i], b[i]);
    end
  endgenerate
  trit_t shift_insert;
  assign shift_insert = T_ZERO;
  assign shl_result = {a[WIDTH-2:0], shift_insert};   
  assign shr_result = {shift_insert, a[WIDTH-1:1]};   
  always_comb begin
    case (op)
      OP_ADD: result = add_result;
      OP_SUB: result = add_result;
      OP_NEG: result = neg_result;
      OP_MIN: result = min_result;
      OP_MAX: result = max_result;
      OP_SHL: result = shl_result;
      OP_SHR: result = shr_result;
      OP_CMP: result = add_result;   
      default: begin
        for (int k = 0; k < WIDTH; k++) result[k] = T_INVALID;
      end
    endcase
  end
  assign carry = trit_t'((op == OP_ADD || op == OP_SUB || op == OP_CMP) ? add_carry : T_ZERO);
  logic all_zero;
  always_comb begin
    all_zero = 1'b1;
    for (int j = 0; j < WIDTH; j++) begin
      if (result[j] != T_ZERO) all_zero = 1'b0;
    end
  end
  assign zero_flag = all_zero;
  assign neg_flag = (result[WIDTH-1] == T_NEG_ONE);
endmodule
```
==> flow_summary_export.csv <==
group,metric,value,unit
run_status,outcome,"finished clean",
logic_synthesis,yosysCellCount,449,
drt,drt_iter0_drc,214,
cts,numCtsBuffers,9,
timing,drv_slew,0,
setup_path,crit_path_end_kind,"flip-flop",
setup_path,critical_path.top_delay_family,"adder cells",
logic_synthesis,async_flop_share,100,%
logic_synthesis,synth_seq_share,32.0,%
setup_path,cp.required,16740,ps
setup_path,cpMostUsedCell,"fa_1",
flow_run,tool_warnings,59,
die,fp_util,41.1,%
flow_run,maxCapViolCount,0,
cts,htree_num_levels,3,
placed_design,io_buffers,58,
die,die_x,107,microns
timing,hold_viol_final,0,
logic_synthesis,syn_area,4450,sq um
cts,clk_latency,360,ps
timing,fmax,63.3,MHz
setup_path,criticalPathCategory,"reg -> reg",
setup_path,crit_arrival,16040,ps
logic_synthesis,edf_count,0,
die,core-area,10800,sq um
placed_design,dpl_cell_area,5220,sq um
final_layout,drive_gt1_share,16.8,%
timing,tightest_slew,697,ps
setup_path,cp-endpoint,"zero_flag",
final_layout,filler_cell_count,967,
cts,cts_root_buf,"clkbuf_8",
drt,viasPerCell,5.42,
drt,drcViolationCount,0,
drt,first_pass_iters,4,
drt,via_count,3631,
setup_path,reg2reg_from,"op_stage1[1]",
setup_path,reg2reg_setup_slack,700,ps
cts,clock_path_buffers,2,
min_path,hp-class,"reg -> reg",
setup_path,critPathSlowestCell,"fa_2",
cts,clk_pin_slew_worst_paths,60,ps
final_layout,final_core_util,51.4,%
timing,slew_headroom,53.6,%
logic_synthesis,synthCells,449,
die,die_area,11600,sq um
setup_path,cp.depth,58,
logic_synthesis,synth_cell_types,66,
placed_design,place_congestion,0.871,
cts,cts_hold_buf,0,
drt,detail-route-antenna-nets,0,
setup_path,rr_endpoint,"zero_flag",
cts,cts_sinks,57,
die,boundaryPins,59,
drt,antenna_cells,0,
placed_design,hpwl,7.84,mm
final_layout,area_growth_syn_to_layout,25.1,%
drt,wire_per_inst,16.2,microns
logic_synthesis,top_area_cell,"dfrtp_1",
timing,fin_skew,12.8,ps
logic_synthesis,yosys_area,4450,sq um
logic_synthesis,yosys_warnings,0,
logic_synthesis,yosysMostFrequentCell,"dfrtp_1",
setup_path,cp-start-kind,"flip-flop",
timing,min_period,15800,ps
global_routing,overflow,0,
logic_synthesis,top_cell_area_share,32.0,%
logic_synthesis,area_leaders,"dfrtp_1 (32%), ha_1 (12%), fa_1 (10%)",
global_routing,grt_pass1_wl,17.5,mm
setup_path,reg2regPathDepth,58,
logic_synthesis,ff_type,"dfrtp_1",
setup_path,cp_max_fo,8,
global_routing,grt_use_total,20.2,%
final_layout,final_cell_area,5570,sq um
global_routing,antenna_found_initial,0,
global_routing,grt_pass1_vias,3511,
timing,finalSetupViolCount,0,
timing,finalClockPeriodUsage,95.8,%
cts,cts_tree,"done",
setup_path,crit_buf_inv,8,
setup_path,critPathLaunch,"op_stage1[1]",
logic_synthesis,netlist_top_cells_count,"dfrtp_1 (57), ha_1 (42), inv_1 (37)",
die,fp.dieH,107,microns
logic_synthesis,avgSynthCellArea,9.91,sq um
setup_path,slowest_delay,620,ps
die,fp-row-count,38,
drt,routed_wl,10.8,mm
global_routing,grt_max_degree,58,
logic_synthesis,numSynthFlops,57,
-- what timing repair did --
action	in CTS	in global routing
gates resized	0	29
setup endpoints to repair	0	4
buffers inserted	0	10
-- routing by layer --
layer	wire (microns)	share of wire, %	track usage [%]	up-vias
li1	-	-	-	1758
met1	4850	45	30.1	1741
met2	5150	48	31.7	126
met3	754	7.0	3.33	6
met4	78	0.72	4.40	0
met5	0	0	0	-
-- final cells by class --
type	count	area [sq um]	share of cell area (%)
inverter	39	146	2.63
multi-input combinational	335	2870	51.5
clock buffer	13	159	2.85
sequential	57	1430	25.6
tap	140	175	3.15
timing repair buffer	83	776	13.9
clock inverter	3	15.0	0.270
-- worst min-delay path by stage --
stage	startpoint	end	cells after the start
final	valid_stage1	valid_out	0
after CTS	valid_stage1	valid_out	0
after global routing	valid_stage1	valid_out	0
-- metrics by stage --
| stage | setup WS, ps | hold slack, ps | TNS (ps) | cells |
|---|---|---|---|---|
| 4_1_cts | 35.4 | 351 | 0 | 660 |
| 3_5_place_dp | 54.3 | 336 | 0 | 644 |
| 2_1_floorplan | 126 | 331 | 0 | 449 |
| 5_1_grt | -17.3 | 384 | -17.3 | 670 |
| 3_3_place_gp | 245 | 334 | 0 | 644 |
| 6_report | 701 | 347 | 0 | 670 |
-- cell usage in the layout, fill, tap and decap left out, types with 7 or more instances in the layout --
master	Yosys	final
nor3b_1	8	8
clkbuf_8	0	11
xor2_1	7	7
mux2i_1	10	10
dfrtp_1	57	56
fa_2	0	11
clkdlybuf4s50_1	0	57
fa_1	23	12
buf_4	4	24
nand2_1	19	18
o211ai_1	9	9
o21ai_0	22	22
nand3_1	7	7
nand2b_1	8	7
o21ai_1	7	7
a21oi_1	30	29
nor3_1	16	16
nor2_1	18	17
mux2_2	8	8
inv_1	37	34
ha_1	42	41
o21bai_1	10	10
-- worst register-to-register path, delay by kind of cell, from the launching register on --
family / cells / cell delay (ps)
AND/OR/NAND/NOR: 14 / 2140
adder cells (fa/ha/maj): 24 / 10930
buffers and inverters: 8 / 530
AND-OR/OR-AND: 5 / 640
multiplexers: 1 / 60
XOR/XNOR: 6 / 960
flip-flops: 1 / 440
-- sequential cells by signal (all words and copies together), names as in the netlist --
| name | count |
|---|---|
| carry_bin | 2 |
| b_stage1 | 16 |
| valid_stage1 | 1 |
| a_stage1 | 16 |
| zero_flag | 1 |
| result_bin | 16 |
| op_stage1 | 3 |
| valid_out | 1 |
| neg_flag | 1 |
-- cells by family after synthesis --
| kind of cell | Yosys count | share of synthesized area (%) |
|---|---|---|
| xor gates and xnor gates | 13 | 2.56 |
| DFF | 57 | 32.0 |
| muxes | 18 | 4.27 |
| and+or+nand+nor | 119 | 15.9 |
| AOI/OAI and AO/OA | 120 | 17.5 |
| adders and majority gates | 65 | 22.1 |
| buffers and inverters | 57 | 5.54 |
